`flow/design.v`:
```
module keypad (
	input clk,
	output reg [3:0] colunas,
	input [3:0] linhas,
	output reg [3:0] number,
	output reg pressed
);
reg [31:0] counter = 0;
parameter cycle = 500000;
reg [1:0] state = 0;
always @ (posedge clk) begin
	if (counter < cycle) begin 
		if (~pressed) counter <= counter + 1;
		else begin
			counter <= 0;
		end
	end
	else begin
		counter <= 0;
		state <= state + 1;
	end
	case (state) 
		0: colunas <= 4'b0111;
		1: colunas <= 4'b1011;
		2: colunas <= 4'b1101;
		3: colunas <= 4'b1110;
	endcase
end
always @ (posedge clk) begin
	if (~&linhas) begin
		pressed <= 1;
		if (~colunas[0]) begin
			if (~linhas[0]) number <= 4'd1;
			else if (~linhas[1]) number <= 4'd4;
			else if (~linhas[2]) number <= 4'd7;
			else if (~linhas[3]) number <= 4'd14;
		end
		else if (~colunas[1]) begin
			if (~linhas[0]) number <= 4'd2;
			else if (~linhas[1]) number <= 4'd5;
			else if (~linhas[2]) number <= 4'd8;
			else if (~linhas[3]) number <= 4'd0;
		end
		else if (~colunas[2]) begin
			if (~linhas[0]) number <= 4'd3;
			else if (~linhas[1]) number <= 4'd6;
			else if (~linhas[2]) number <= 4'd9;
			else if (~linhas[3]) number <= 4'd15;
		end
		else if (~colunas[3]) begin
			if (~linhas[0]) number <= 4'd10;
			else if (~linhas[1]) number <= 4'd11;
			else if (~linhas[2]) number <= 4'd12;
			else if (~linhas[3]) number <= 4'd13;
		end
	end
	else begin
		pressed <= 0;
	end
end
endmodule
```
`flow/run.sh`:
```
#!/bin/bash
# OpenROAD 26Q1-2900-gdf79404cd8, Yosys 0.63+post, stock flow scripts
make -C /OpenROAD-flow-scripts/flow DESIGN_CONFIG=/design/flow/config.mk WORK_HOME=/design/flow/orfs finish
```
`flow/config.mk`:
```
export PLATFORM = sky130hd
export DESIGN_NAME = keypad
export DESIGN_NICKNAME = keypad
export VERILOG_FILES = /design/flow/design.v
export SDC_FILE = /design/flow/constraint.sdc
export NUM_CORES = 4
export LEC_CHECK = 1
export CORE_AREA = 10 10 114 114
export DIE_AREA = 0 0 124 124
```
`flow/constraint.sdc`:
```
current_design keypad

set clk_period 2.5
set clk_io_pct 0.2

create_clock -name clk0 -period $clk_period [get_ports {clk}]

set non_clock_inputs [all_inputs -no_clocks]
set_input_delay [expr $clk_period * $clk_io_pct] -clock clk0 $non_clock_inputs
set_output_delay [expr $clk_period * $clk_io_pct] -clock clk0 [all_outputs]
```
==> notes.md <==
flow finished, numbers: outcome=complete, no violations, vias in the first global route=between 1k and 1.5k, synth unique cells=38, Clock Sinks=between 40 and 50, # diodes=0, RePlAce Congestion=between 0.8 and 0.9, P&R area growth vs syn=25.3%, row count=37, Leak=roughly 0.71 nW, H-tree level count=2, largest area contributor in the netlist=dfxtp_1, Syn. warnings=1, Late-Pin Clk Latency=roughly 0.29 ns, Ports=14, Tmin final=1.99 ns, Setup TNS=0 ns, total gr overflow=0, RSZ-0062 raised after global routing=false, highest-count logic cell in the final layout=dfxtp_1, Fmax=about 500 MHz, worst-path fanout max=6, drt first pass iters=4, final period utilization=79.6%, CTS Hold Bufs=0, vias per cell=about 3.5, Slew headroom=59.7%, total tool warning count=28, largest net degree at the start of global routing=20, Slew @ Worst Pin=0.589 ns, Area leader share=44.2%, Peak VDD IR=232 uV, layout cells sized above 1=about 6%, Critical Path AT=roughly 2.2 ns, clk root buf=clkbuf_8, drc violations=0, hpwl dp=just over 2 mm, IO buf count=13, worst r2r src=counter[0], chip area=~0.015 sq mm, ys async rst share=0%, ys flop type=dfxtp_1, CTS tree=done, Max Cap Viol=0, Critical Path Source Type=register, die x size=between 100 and 150 microns, DR vias=1179, ANT nets after route=0, r2r setup slk=0.51 ns, clk slew on worst S/H paths=0.08 ns, total power=~0.0012 W, Cell Pwr Density=between 500 and 600 mW/mm^2, commonest non-fill, non-tap cells in the layout=37 x dfxtp_1, 18 x nor2_1, 13 x inv_1, 13 x conb_1, 13 x clkdlybuf4s50_1, Setup CP Type=reg2reg, reg2reg end=counter[18], DIE HEIGHT=124 microns, flip-flops with a built-in enable=6, cell count after synthesis=168, Critical Path RT=~2.7 ns, Final Hold Violation Tally=0, Worst setup EP type=register, syn_area_per_cell=approximately 10 sq um, Routed WL=roughly 2.8 mm, floorplan core density=16.1%, Setup Fix Bufs, Post-CTS=0, top cells by area, synth=dfxtp_1 44%, edfxtp_1 11%, xnor2_1 5.2%, synthesized cell area=0.00168 sq mm, core footprint=between 0.01 and 0.015 sq mm, CTS max path bufs=2, global-route wire length before repair=4.62 mm, Final setup viols=0, layout filler cell count=around 1.1k, clock skew=0.00318 ns, GRT Total Usage=around 3.6%, number of buffers created by CTS=5, drt wl/cell=approximately 8.4 microns, Synth Register Bits=around 43, # Cells Yosys=between 150 and 200, Synth Seq Share=55.0%, initial antenna violation count=0, CP Launch Point=counter[0], Resized cells post-CTS=0, max-slew violation count=0, Worst setup endpoint=counter[18], Yosys chip area=about 0.0017 sq mm, initial detailed-routing violation count=21, Hold Crit Class=reg2reg, R2R depth=5
-- cells by family (layout without fill, tap and decap cells) --
group	after synthesis	in the layout	share of synthesized area, %
DFF	43	43	55.0
and+or+nand+nor	63	63	20.8
adders and majority gates	5	5	3.73
buffers and inverters	16	35	3.73
xor gates and xnor gates	12	12	6.27
other	1	13	0.224
AOI/OAI and AO/OA	28	28	10.3
-- registers in the layout, indices dropped and copies added, names as in the netlist --
register  cells
colunas       4
counter      32
number        4
pressed       1
state         2
-- cell usage after synthesis, drive strengths merged (2+ instances only) --
| cell type | n |
|---|---|
| nor4 | 4 |
| inv | 13 |
| or3 | 4 |
| o21ai | 9 |
| xnor2 | 10 |
| nor2 | 18 |
| nand3 | 7 |
| or4 | 3 |
| edfxtp | 6 |
| nor2b | 3 |
| ha | 5 |
| nand2 | 9 |
| dfxtp | 37 |
| a21oi | 7 |
| nand4 | 4 |
| nor3 | 6 |
| buf | 2 |
| a31oi | 2 |
| and3 | 2 |
| xor2 | 2 |
| o31ai | 2 |
-- cell type report --
class | instances | area [sq um] | area share, %
Clock buffer | 6 | 72.6 | 3.46
Clock inverter | 2 | 12.5 | 0.596
Inverter | 13 | 48.8 | 2.32
Multi-Input combinational cell | 121 | 737 | 35.1
Sequential cell | 43 | 921 | 43.9
Tap cell | 136 | 170 | 8.10
Timing Repair Buffer | 14 | 138 | 6.56
-- worst max-delay path, stage by stage, from the launching register on --
cell,delay (ns)
dfxtp_1,0.38
ha_1,0.23
nand3_2,0.12
or4_4,0.58
or4_1,0.48
a21oi_1,0.14
-- metrics by stage --
step	hold WS [ns]	std cells	setup WS (ns)	util, %	area (sq um)
finish	0.462	335	0.509	20.2	2100
global route	0.483	335	0.378	20.2	2100
CTS	0.467	335	0.511	20.2	2100
detailed placement	0.452	327	0.532	19.3	2010
global placement	0.443	327	0.565	19.3	2010
floorplan	0.430	180	0.634	-	1720
-- metal layers --
layer / up-vias / global-route usage, % / part of all wire (%)
li1: 633 / - / -
met1: 515 / 4.64 / 47
met2: 23 / 5.63 / 43
met3: 8 / 1.19 / 6.8
met4: 0 / 1.15 / 3.3
met5: - / 0 / 0
-- how the worst min path moves through the flow --
stage,startpoint,to,slack (ns),cells after the start
final,counter[0],counter[0],0.46,1
after global routing,counter[0],counter[0],0.48,1
after CTS,counter[0],counter[0],0.47,1
-- report_power, final --
| group | total [W] | internal (W) | switching, W |
|---|---|---|---|
| Combinational | 0.0000600 | 0.0000398 | 0.0000202 |
| Sequential | 0.000741 | 0.000731 | 0.0000106 |
| Clock | 0.000416 | 0.000195 | 0.000221 |
| Total | 0.00122 | 0.000965 | 0.000252 |
Power figures rest on the tool's default switching activity, not on a simulated workload.
