## design/flow/design.v

```verilog
module calcproj (sec_out, milsec_out, curr_state, clock, HEX3, HEX2, HEX1, HEX0,
					 colunas, linhas, number1,number2, pressed, ledA, ledB, ledC, ledD,soma,subt,mult);
output reg[9:0] sec_out;
output reg[3:0] milsec_out;
output reg[12:0] soma;
output reg[12:0] subt;
output reg[12:0] mult;
reg[31:0] pulsos;
reg[31:0] pulsos_aux;
output reg[1:0] curr_state;
output reg[6:0] HEX3;
output reg[6:0] HEX2;
output reg[6:0] HEX1;
output reg[6:0] HEX0;
output reg [3:0] colunas;
input [3:0] linhas;
output reg [3:0] number1;
output reg [3:0] number2;
output reg pressed;
reg [31:0] counter = 0;
parameter cycle = 500000;
reg [1:0] state = 0;
reg A;  
reg B; 
reg C; 
reg D; 
reg X; 
reg Y; 
output reg ledA;
output reg ledB;
output reg ledC;
output reg ledD;
input clock;
parameter reset = 0, contar = 1, pausar = 2, parar = 3,receberinput1 = 4,receberinput2 = 5,somar = 6,subtrair = 7,multiplicar = 8;
function [6:0] HEX (input [3:0] n); begin
	case(n)
		4'b0000: HEX=7'b1000000;
		4'b0001: HEX=7'b1111001;
		4'b0010: HEX=7'b0100100;
		4'b0011: HEX=7'b0110000;
		4'b0100: HEX=7'b0011001;
		4'b0101: HEX=7'b0010010;
		4'b0110: HEX=7'b0000010;
		4'b0111: HEX=7'b1111000;
		4'b1000: HEX=7'b0000000;
		4'b1001: HEX=7'b0011000;
	endcase
end
endfunction
always @(posedge clock) begin
	if (sec_out == 999 && milsec_out == 9) begin
		sec_out <= 0;
		milsec_out <= 0;
	end
	case (curr_state)
		reset: begin
			sec_out <= 0; milsec_out <= 0; pulsos <= 0; pulsos_aux <= 0;
			HEX3 <= HEX(4'b0000);
			HEX2 <= HEX(4'b0000);
			HEX1 <= HEX(4'b0000);
			HEX0 <= HEX(4'b0000);
			ledA <= 1;
			ledB <= 0;
			ledC <= 0;
			ledD <= 0;
		end
		contar: begin
			pulsos <= pulsos + 1;
			pulsos_aux <= pulsos_aux + 1;
			HEX3 <= HEX(sec_out / 100);
			HEX2 <= HEX(((sec_out % 100)/10));
			HEX1 <= HEX(sec_out % 10);
			HEX0 <= HEX(milsec_out);
			if(pulsos_aux == 5000000)begin
				pulsos_aux <= 0;
				if(milsec_out == 9) begin
					milsec_out <= 0;
				end else milsec_out <= milsec_out + 1'b1;
			end
			if(pulsos == 50000000) begin
				sec_out <= sec_out + 1'b1;
				pulsos <= 0;
			end
			ledA <= 0;
			ledB <= 1;
			ledC <= 0;
			ledD <= 0;
		end
		pausar: begin
		if(pulsos_aux == 5000000)begin
				pulsos_aux <= 0;
				if(milsec_out == 9) begin
					milsec_out <= 0;
				end else milsec_out <= milsec_out + 1'b1;
		end
		if(pulsos == 50000000) begin
			sec_out <= sec_out + 1'b1;
			pulsos <= 0;
		end
		ledA <= 0;
		ledB <= 0;
		ledC <= 1;
		ledD <= 0;
		end
		parar: begin
			ledA <= 0;
			ledB <= 0;
			ledC <= 0;
			ledD <= 1;
		end
		receberinput1: begin
		if(pulsos_aux == 5000000)begin
				pulsos_aux <= 0;
				if(milsec_out == 9) begin
					milsec_out <= 0;
				end else milsec_out <= milsec_out + 1'b1;
			end
			if(pulsos == 50000000) begin
				sec_out <= sec_out + 1'b1;
				pulsos <= 0;
			end
		end
		receberinput2:begin
		if(pulsos_aux == 5000000)begin
				pulsos_aux <= 0;
				if(milsec_out == 9) begin
					milsec_out <= 0;
				end else milsec_out <= milsec_out + 1'b1;
			end
			if(pulsos == 50000000) begin
				sec_out <= sec_out + 1'b1;
				pulsos <= 0;
			end
		end
		somar:begin
		soma <= number1 + number2;
		HEX3 <= HEX(soma / 1000);
		HEX2 <= HEX(((soma %1000)/100));
		HEX1 <= HEX((((soma%1000)%100)/10));
		HEX0 <= HEX(soma%10);
		if(pulsos_aux == 5000000)begin
			pulsos_aux <= 0;
			if(milsec_out == 9) begin
				milsec_out <= 0;
			end else milsec_out <= milsec_out + 1'b1;
		end
		if(pulsos == 50000000) begin
			sec_out <= sec_out + 1'b1;
			pulsos <= 0;
		end
		end
		subtrair:begin
		subt <= number1 - number2;
		HEX3 <= HEX(subt / 1000);
		HEX2 <= HEX(((subt %1000)/100));
		HEX1 <= HEX((((subt %1000)%100)/10));
		HEX0 <= HEX(subt %10);
		if(pulsos_aux == 5000000)begin
			pulsos_aux <= 0;
			if(milsec_out == 9) begin
				milsec_out <= 0;
			end else milsec_out <= milsec_out + 1'b1;
		end
		if(pulsos == 50000000) begin
			sec_out <= sec_out + 1'b1;
			pulsos <= 0;
		end
		end
		multiplicar:begin
		mult <= number1 * number2;
		HEX3 <= HEX(mult / 1000);
		HEX2 <= HEX(((mult %1000)/100));
		HEX1 <= HEX((((mult%1000)%100)/10));
		HEX0 <= HEX(mult%10);
		if(pulsos_aux == 5000000)begin
			pulsos_aux <= 0;
			if(milsec_out == 9) begin
				milsec_out <= 0;
			end else milsec_out <= milsec_out + 1'b1;
		end
		if(pulsos == 50000000) begin
			sec_out <= sec_out + 1'b1;
			pulsos <= 0;
		end
		end
	endcase
end
always @ (posedge clock) begin
	case (curr_state)
		reset: begin
			if (B == 1) begin
				curr_state <= contar;
			end else if (A == 1) begin
				curr_state <= reset;
			end else if (C == 1) begin
				curr_state <= pausar;
			end else if (D == 1) curr_state <= parar;
		end
		contar: begin
			if (A == 1) begin
				curr_state <= reset;
			end else if (C == 1) begin
				curr_state <= pausar;
			end else if (D == 1) begin
				curr_state <= parar;
			end
		end
		pausar: begin
			if (A == 1) begin
				curr_state <= reset;
			end else if (B == 1) begin
				curr_state <= contar;
			end else if (D == 1) begin
				curr_state <= parar;
			end
		end
		parar: begin
			if (B == 1) begin
				curr_state <= contar;
			end
		end
		receberinput1: begin
			if(A == 1) begin
				curr_state <= somar;
			end
			if(B == 1) begin
				curr_state <= subtrair;
			end
			if(C == 1) begin
				curr_state <= multiplicar;
			end
			if(Y == 1) begin
				curr_state <= receberinput2;
			end
			if(D == 1) begin
				curr_state <= contar;
			end
		end
		receberinput2: begin
			if(A == 1) begin
				curr_state <= somar;
			end
			if(B == 1) begin
				curr_state <= subtrair;
			end
			if(C == 1) begin
				curr_state <= multiplicar;
			end
			if(X == 1) begin
				curr_state <= receberinput1;
			end
			if(D == 1) begin
				curr_state <= contar;
			end
		end
		somar:begin
			if(B == 1) begin
				curr_state <= subtrair;
			end
			if(C == 1) begin
				curr_state <= multiplicar;
			end
			if(X == 1) begin
				curr_state <= receberinput1;
			end
			if(Y == 1) begin
				curr_state <= receberinput2;
			end
			if(D == 1) begin
				curr_state <= contar;
			end
		end
		subtrair : begin
			if(A == 1) begin
				curr_state <= somar;
			end
			if(C == 1) begin
				curr_state <= multiplicar;
			end
			if(X == 1) begin
				curr_state <= receberinput1;
			end
			if(Y == 1) begin
				curr_state <= receberinput2;
			end
			if(D == 1) begin
				curr_state <= contar;
			end
		end
		multiplicar: begin
			if(A == 1) begin
				curr_state <= somar;
			end
			if(B == 1) begin
				curr_state <= subtrair;
			end
			if(X == 1) begin
				curr_state <= receberinput1;
			end
			if(Y == 1) begin
				curr_state <= receberinput2;
			end
			if(D == 1) begin
				curr_state <= contar;
			end
		end
	endcase
end
always @ (posedge clock) begin
	if (counter < cycle) begin 
		if (~pressed) counter <= counter + 1;
		else begin
			counter <= 0;
		end
	end
	else begin
		counter <= 0;
		state <= state + 1;
	end
	case (state) 
		0: colunas <= 4'b0111;
		1: colunas <= 4'b1011;
		2: colunas <= 4'b1101;
		3: colunas <= 4'b1110;
	endcase
end
always @ (posedge clock) begin
	if (~&linhas) begin
		pressed <= 1;
		if (~colunas[0]) begin
			if (~linhas[0]) begin
				if(X == 1) number1 <= 4'd1;
				else if(Y == 1) number2 <= 4'd1;
			end
			else if (~linhas[1])begin
				if(X == 1) number1 <= 4'd4;
				else if(Y == 1) number2 <= 4'd4;
			end
			else if (~linhas[2]) begin
				if(X == 1) number1 <= 4'd7;
				else if(Y == 1) number2 <= 4'd7;
			end
			else if (~linhas[3]) begin
			   A <= 0;
				B <= 0;
				C <= 0;
				D <= 0;
				X <= 0;
				Y <= 1;
			end
		end
		else if (~colunas[1]) begin
			if (~linhas[0]) begin
				if(X == 1) number1 <= 4'd2;
				else if(Y == 1) number2 <= 4'd2;
			end
			else if (~linhas[1]) begin
				if(X == 1) number1 <= 4'd5;
				else if(Y == 1) number2 <= 4'd5;
			end
			else if (~linhas[2]) begin
				if(X == 1) number1 <= 4'd8;
				else if(Y == 1) number2 <= 4'd8;
			end
			else if (~linhas[3]) begin
				if(X == 1) number1 <= 4'd0;
				else if(Y == 1) number2 <= 4'd0;
			end
		end
		else if (~colunas[2]) begin
			if (~linhas[0]) begin
				if(X == 1) number1 <= 4'd3;
				else if(Y == 1) number2 <= 4'd3;
			end
			else if (~linhas[1]) begin
				if(X == 1) number1 <= 4'd6;
				else if(Y == 1) number2 <= 4'd6;
			end
			else if (~linhas[2]) begin 
				if(X == 1) number1 <= 4'd9;
				else if(Y == 1) number2 <= 4'd9;
			end
			else if (~linhas[3]) begin
			   A <= 0;
				B <= 0;
				C <= 0;
				D <= 0;
				X <= 1;
				Y <= 0;
			end
		end
		else if (~colunas[3]) begin
			if (~linhas[0]) begin
				A <= 1;
				B <= 0;
				C <= 0;
				D <= 0;
			end else if (~linhas[1]) begin
				A <= 0;
				B <= 1;
				C <= 0;
				D <= 0;
			end else if (~linhas[2]) begin
				A <= 0;
				B <= 0;
				C <= 1;
				D <= 0;
			end else if (~linhas[3]) begin
				A <= 0;
				B <= 0;
				C <= 0;
				D <= 1;
			end
		end
	end
	else begin
		pressed <= 0;
	end
end
endmodule
```

## design/flow/run.sh

```bash
#!/bin/bash
# OpenROAD 26Q1-2900-gdf79404cd8, Yosys 0.63+post, stock flow scripts
make -C /OpenROAD-flow-scripts/flow DESIGN_CONFIG=/design/flow/config.mk WORK_HOME=/design/flow/orfs finish
```

## design/flow/config.mk

```make
export PLATFORM = sky130hd
export DESIGN_NAME = calcproj
export DESIGN_NICKNAME = calcproj
export VERILOG_FILES = /design/flow/design.v
export SDC_FILE = /design/flow/constraint.sdc
export NUM_CORES = 4
export LEC_CHECK = 1
export CORE_UTILIZATION = 40
```

## design/flow/constraint.sdc

```tcl
current_design calcproj

set clk_period 12.9
set clk_io_pct 0.2

create_clock -name clk0 -period $clk_period [get_ports {clock}]

set non_clock_inputs [all_inputs -no_clocks]
set_input_delay [expr $clk_period * $clk_io_pct] -clock clk0 $non_clock_inputs
set_output_delay [expr $clk_period * $clk_io_pct] -clock clk0 [all_outputs]
```

==> results.yml <==
# yosys + openroad results
outcome:
  result_of_the_run: "finished clean"
sta:
  grt_setup_unrepaired: "false"
  timing.final.crit_share_pct: 50.7
  finalCriticalPeriod_ns: 6.54
  max_slew.worst_pin.slew_ns: 0.905
  finalSetupViolations: 0
  timing.final.hold_violations: 0
  finalClockSkew_ns: 0.0120
  fin_setup_tns_ns: 0
  worst_slew_margin_relative_to_its_limit_pct: 37.9
  final-max-slew-violation-count: 0
  max_clock_freq_mhz: 153
worst_setup_path:
  critical_path.max_fanout: 29
  worst_ep_arrival_time_ns: 6.72
  critical_path.endpoint_type: "flop"
  rr_startpoint: "sec_out[6]"
  startpoint_types: "flop"
  worst-setup-path-type: "reg -> reg"
  worstSetupStartpoint: "sec_out[6]"
  crit_required_ns: 13.08
power_and_ir_drop:
  power_frac_comb_pct: 23.3
  seq_power_share_pct: 48.4
  power.share.switching_pct: 33.3
  clkPwrFrac_pct: 28.3
  leakagePower_nw: 4.52
  max-vdd-ir-drop_mv: 0.106
  power_density_mw_per_mm2: 145
  totalPowerFinal_w: 0.00183
  internal_power_w: 0.00122
  switching_power_w: 0.000610
synth:
  yosysSeqAreaShare_pct: 39.3
  synthDominantCellAreaShare_pct: 29.5
  synth-warning-count: 29
  post_synth.cell_area_avg_um2: 9.06
  number_of_flops_mapped_to_enable_cells_by_yosys: 110
  post_synth_ao_oa_area_fraction_pct: 17.7
  synth-async-reset-ratio_pct: 0
  synth_stat.cells: 1238
  syn_area_mm2: 0.0112
  yosys-mux-area-fraction_pct: 1.43
  synth.lib_cells_used.distinct: 110
  post_synth_and_or_nand_nor_area_fraction_pct: 23.4
  yosys-stat-area_mm2: 0.0112
  synthDominantAreaCellType: "edfxtp_1"
  synth-seq-cells: 165
  adder_share_pct: 2.69
  area_contributors_post_synth: "edfxtp_1 (29%), dfxtp_1 (9.8%), nor2_1 (5.5%)"
  synth_xor_xnor_area_share_pct: 8.02
  ff_type: "edfxtp_1"
  post_synth_main_logic_family: "simple AND/OR/NAND/NOR gates"
  synth_cells: 1238
final_layout:
  layout_top_cell_excl_fill_tap: "nor2_1"
  nFillCells: 2556
  synthToLayoutAreaGrowth_pct: 12.3
  drive_above_1_share_pct: 8.22
  top_layout_cells: "nor2_1 (165), edfxtp_1 (110), nand2_1 (84)"
floorplan:
  coreArea_mm2: 0.0273
  chip_area_mm2: 0.0287
  fp.dieH_um: 169
  design.portCount: 105
  initCoreUtil_pct: 41.2
  std_cell_rows: 60
  width_of_the_chip_um: 169
clocking:
  cts.sinks: 165
  post_cts_resized: 0
  deepest_level_of_the_cts_h_tree: 4
  clk_path_buf_depth: 2
  postCtsSetupRepairBufs: 0
  cts.root.buffer_cell: "clkbuf_16"
  worst_path_clk_slew_ns: 0.08
  hold_buf_cts: 0
  clock_latency_ns: 0.42
  cts_buffers: 17
  tritoncts_clock_tree: "done"
route:
  wire_per_inst_um: 14.9
  antenna_violating_nets_post_route: 0
  detail_route.vias_per_cell: 5.39
  drcViolationCount: 0
  drt-pass1-iter-count: 5
  vias: 9024
  wl_mm: 25.0
  drt-initial-drc-count: 708
  number_of_antenna_diodes: 0
job:
  cap_viol_max_count: 0
  log_warnings: 36
worst_hold_path:
  worst_hold_path_type: "reg -> reg"
  min_from: "counter[0]"
grt:
  antenna_found_initial: 0
  groute.usage.overall_pct: 18.4
  globalRoute.totalOverflow: 0
  first_global_vias: 8271
  grt_start_max_net_pins: 33
  first_pass_grt_wire_length_mm: 41.6
placed_design:
  gp_congestion: 0.873
  portBuffers: 65
  dp.final_hpwl_mm: 17.8
==> sequential cells by signal, indices dropped and copies added, names as in the netlist, 2 cells and up <==
signal      count
counter        32
pulsos         32
pulsos_aux     32
sec_out        10
HEX0            7
HEX1            7
HEX2            7
HEX3            7
colunas         4
milsec_out      4
number1         4
number2         4
curr_state      2
state           2
==> worst max-delay path, stage by stage (launching register included) <==
cell and delay [ns]:
dfxtp_1 0.30, buf_4 0.22, nor3_1 0.41, nor2b_1 0.10
ha_1 0.27, nand2b_1 0.17, o21ai_1 0.41, a211oi_1 0.19
a31oi_1 0.48, o311a_1 0.50, mux2i_2 0.33, nand3_1 0.12
mux2i_1 0.66, nor3_1 0.16, a22oi_1 0.22, nand4_1 0.30
a31oi_2 0.37, a211oi_1 0.13, nor4_4 0.42, mux2_1 0.37
o21a_1 0.18
==> per-layer routing <==
metal	wire length (um)	share of wire [%]	GRT usage [%]
met1	12000	48	28.9
met2	11400	45	28.0
met3	1410	5.6	3.66
met4	197	0.79	1.84
met5	0	0	0
==> stage by stage <==
| step | cell area, um^2 | worst slack (ns) | instances | utilization, % | hold slack, ns |
|---|---|---|---|---|---|
| 6_report | 12600 | 6.36 | 1673 | 46.2 | 0.478 |
| 5_1_grt | 12600 | 5.89 | 1673 | 46.2 | 0.508 |
| 4_1_cts | 12600 | 6.47 | 1673 | 46.2 | 0.483 |
| 3_5_place_dp | 12000 | 6.50 | 1641 | 43.9 | 0.461 |
| 3_3_place_gp | 12000 | 6.54 | 1641 | 43.9 | 0.453 |
| 2_1_floorplan | 11400 | 7.50 | 1289 | - | 0.428 |
==> layout make-up <==
type	instances	area (um^2)	area share, %
sequential	165	4400	35.0
tap	372	465	3.69
inverter	43	164	1.30
multi-input combinational	979	6160	48.9
clock buffer	17	425	3.38
clock inverter	15	196	1.56
timing repair buffer	82	778	6.18
==> path summary, 6_finish.rpt <==
kind	slack, ns	end	depth (start not counted)
setup / recovery	6.36	HEX2[3]	20
hold / removal	0.48	counter[0]	1
setup reg to reg	6.36	HEX2[3]	20
hold reg to reg	0.48	counter[0]	1
==> cell usage after synthesis, types with 5 or more instances <==
master,n
nor2_1,165
edfxtp_1,110
nand2_1,84
nand3_1,68
dfxtp_1,55
a21oi_1,54
o21ai_0,52
xnor2_1,51
xor2_1,48
buf_4,44
nor3_1,43
inv_1,40
clkbuf_1,30
or3_1,23
nand4_1,22
and3_1,19
ha_1,19
buf_6,16
and2_1,15
a211oi_1,14
o211ai_1,12
buf_2,10
nor4_1,10
mux2i_1,9
nor2b_1,9
o31ai_1,9
a21o_1,8
nand2b_1,8
nor4b_1,8
o21a_1,8
a31oi_1,7
o22ai_1,7
a311oi_1,6
o21ai_1,6
or2_2,6
a211o_1,5
a21boi_0,5
o211a_1,5
==> logic make-up after synthesis <==
logic type | after synthesis
fa+ha+maj | 25
flops | 165
other cells | 1
buf+inv | 145
mux | 15
simple gates | 519
xor+xnor | 101
compound gates | 267
==> power by group through the flow <==
stage / combinational [W] / sequential, W / clock (W)
4_1_cts: 0.000437 / 0.000887 / 0.000533
5_1_grt: 0.000480 / 0.000909 / 0.000556
6_report: 0.000426 / 0.000885 / 0.000517
Power and IR drop assume default switching activity.
